File: ./run.sh
#!/bin/bash
# OpenROAD 26Q1-2900-gdf79404cd8, Yosys 0.63+post, stock flow scripts
make -C /OpenROAD-flow-scripts/flow DESIGN_CONFIG=/design/flow/config.mk WORK_HOME=/design/flow/orfs finish
File: ./design.v
module ALUNand (
	input [31:0] input_a, input_b,
	output [31:0] sumALU,
	);
	reg [31:0] results;
	assign sumALU = results;
	always @(*)
	begin
           results = ~(input_a & input_b);
	end
endmodule
File: ./constraint.sdc
current_design ALUNand

set clk_period 1.0
set clk_io_pct 0.2

create_clock -name clk0 -period $clk_period

set non_clock_inputs [all_inputs -no_clocks]
set_input_delay [expr $clk_period * $clk_io_pct] -clock clk0 $non_clock_inputs
set_output_delay [expr $clk_period * $clk_io_pct] -clock clk0 [all_outputs]
File: ./config.mk
export PLATFORM = sky130hd
export DESIGN_NAME = ALUNand
export DESIGN_NICKNAME = ALUNand
export VERILOG_FILES = /design/flow/design.v
export SDC_FILE = /design/flow/constraint.sdc
export NUM_CORES = 4
export LEC_CHECK = 1
export CORE_AREA = 10 10 70 70
export DIE_AREA = 0 0 80 80
==> flow_metrics.env <==
# physical design summary
export IMPL_grt_pass1_vias=679
export IMPL_regArea_um2=0
export IMPL_wl_per_cell_um=13.1
export IMPL_fp_util=0.0352
export IMPL_hold_depth=3
export IMPL_largest_area_cell="nand2_1"
export IMPL_hold_ws_ns=0.636
export IMPL_drc=0
export IMPL_grt_antenna_before_repair=0
export IMPL_place_hpwl_um=2190
export IMPL_status="completed"
export IMPL_min_path_type="in -> out"
export IMPL_rows=21
export IMPL_num_vias=572
export IMPL_slew_headroom=0.958
export IMPL_grt_setup_unrepaired="false"
export IMPL_yosysWarnings=1
export IMPL_grt_overflow_total=0
export IMPL_ys_chip_area_um2=120
export IMPL_grt_max_degree=2
export IMPL_ant_nets=0
export IMPL_place_congestion=0.834
export IMPL_synthToLayoutAreaGrowth_pct=685
export IMPL_maxCapViolations=0
export IMPL_min_from="input_a[30]"
export IMPL_antenna_cells=0
export IMPL_crit_arrival_ns=0.69
export IMPL_synth_top_area_share=1.00
export IMPL_yosys_stat_seqShare=0
export IMPL_fin_crit_ns=0.894
export IMPL_grt_use_total=0.0660
export IMPL_cellPowerDensity_nw_per_um2=260
export IMPL_wirelength_um=2270
export IMPL_cp_start_kind="input pin"
export IMPL_finalSetupViolCount=0
export IMPL_portBuffers=96
export IMPL_synth_cells=32
export IMPL_power_total_mw=0.246
export IMPL_coreArea_um2=3420
export IMPL_cp_max_fo=1
export IMPL_clock_buffers=0
export IMPL_die_area_um2=6400
export IMPL_final_period_utilization=0.894
export IMPL_warnings=32
export IMPL_ff_count=0
export IMPL_drive_gt1_frac=0.164
export IMPL_worstPathRequired_ns=0.80
export IMPL_grt_pass1_wl_um=3480
export IMPL_yosysUniqueCellTypes=1
export IMPL_syn_area_per_cell_um2=3.75
export IMPL_netlist_area_um2=120
export IMPL_ioPinCount=96
export IMPL_irDropWorstVdd_v=0.0000661
export IMPL_postCtsSetupBuffers=0
export IMPL_die_w_um=80
export IMPL_ys_cells=32
export IMPL_clock_fmax_mhz=1120
export IMPL_area_leaders="nand2_1 (100%)"
export IMPL_drtIter0Drc=1
export IMPL_ctsHoldBuffers=0
export IMPL_p_leak_nw=0.519
export IMPL_setup_tns_ns=0
export IMPL_path_class="in -> out"
export IMPL_slew_viol_final=0
export IMPL_worst_setup_path_end_kind="primary output"
export IMPL_vias_per_cell=3.29
export IMPL_min_to="sumALU[30]"
export IMPL_worst_slew_pin_slew_ns=0.0629
export IMPL_fp_dieH_um=80
export IMPL_first_pass_iters=2
export IMPL_hold_viol=0
export IMPL_nFillCells=411
[per-stage QoR]
step	cells	util	worst slack, ns	instance area (um^2)
4_1_cts	174	0.275	0.00282	941
5_1_grt	174	0.276	0.0660	943
3_5_place_dp	174	0.333	-0.354	1140
2_1_floorplan	32	-	0.576	120
3_3_place_gp	174	0.333	-0.350	1140
6_report	174	0.276	0.106	943
[worst max-delay path, cell delays in order]
cell	delay (ns)
dlygate4sd2_1	0.23
nand2_1	0.06
dlygate4sd2_1	0.20
[power breakdown]
part	internal, mW	total, mW	switching (mW)	leakage (nW)
combinational	0.187	0.246	0.0581	0.519
sequential	0	0	0	0
clock	0	0	0	0
[final cells by class]
class	count	area (um^2)	area share
multi-input combinational	32	120	0.127
tap	46	57.6	0.0610
timing repair buffer	96	766	0.812
[logic make-up (layout without fill, tap and decap cells)]
group / Yosys count / count (layout) / share of synthesized area
simple gates: 32 / 32 / 1.00
buf+inv: 0 / 96 / 0
[worst max-delay path by stage]
stage / from / end / cells past startpoint
after CTS: input_a[30] / sumALU[30] / 3
after global routing: input_b[31] / sumALU[31] / 3
final: input_b[31] / sumALU[31] / 3
[synth_stat cells]
library cell  instances
nand2_1              32
[placed cells by master, fill, tap and decap left out, drive strengths merged]
cell type     synthesis  final
nand2                32     32
dlygate4sd2           0     74
buf                   0     21
dlymetal6s2s          0      1
[routing by layer]
layer,GRT usage,vias up,part of all wire,routed length [um]
met4,0,0,0,0
met2,0.124,42,0.52,1190
met1,0.0692,242,0.35,806
met3,0.0307,0,0.12,277
li1,-,288,-,-
met5,0,-,0,0
[repair_timing]
action	4_1_cts	5_1_grt
gates resized	137	1
endpoints found under the setup margin	32	1
pin swaps	23	0
Power and IR drop assume default switching activity.
