<file path="design/flow/design.v">
module multiplexer32to1 ( In0, In1, In2, In3, In4, In5, In6, In7,
									In8, In9, In10, In11, In12, In13, 
									In14, In15, In16, In17, In18, In19,
									In20, In21, In22, In23, In24, In25,
									In26, In27, In28, In29, In30, In31,
									Sel0, Sel1, Sel2, Sel3, Sel4, 
									outMux
									);
	input [31:0] In0;
	input [31:0] In1;
	input [31:0] In2;
	input [31:0] In3;
	input [31:0] In4;
	input [31:0] In5;
	input [31:0] In6;
	input [31:0] In7;
	input [31:0] In8;
	input [31:0] In9;
	input [31:0] In10;
	input [31:0] In11;
	input [31:0] In12;
	input [31:0] In13;
	input [31:0] In14;
	input [31:0] In15;
	input [31:0] In16;
	input [31:0] In17;
	input [31:0] In18;
	input [31:0] In19;
	input [31:0] In20;
	input [31:0] In21;
	input [31:0] In22;
	input [31:0] In23;
	input [31:0] In24;
	input [31:0] In25;
	input [31:0] In26;
	input [31:0] In27;
	input [31:0] In28;
	input [31:0] In29;
	input [31:0] In30;
	input [31:0] In31;
	input Sel0;
input	Sel1;
input Sel2;
input Sel3;
input Sel4;
	output [31:0] outMux;
wire [4:0] select;
assign select = {Sel4, Sel3, Sel2, Sel1, Sel0}; 
reg [31:0] busOut;
assign outMux = busOut;
always @ (select)
begin
	case (select)
	0 : busOut <= In0;
	1 : busOut <= In1;
	2 : busOut <= In2;
	3 : busOut <= In3;
	4 : busOut <= In4;
	5 : busOut <= In5;
	6 : busOut <= In6;
	7 : busOut <= In7;
	8 : busOut <= In8;
	9 : busOut <= In9;
	10 : busOut <= In10;
	11 : busOut <= In11;
	12 : busOut <= In12;
	13 : busOut <= In13;
	14 : busOut <= In14;
	15 : busOut <= In15;
	16 : busOut <= In16;
	17 : busOut <= In17;
	18 : busOut <= In18;
	19 : busOut <= In19;
	20 : busOut <= In20;
	21 : busOut <= In21;
	22 : busOut <= In22;
	23 : busOut <= In23;
	24 : busOut <= In24;
	25 : busOut <= In25;
	26 : busOut <= In26;
	27 : busOut <= In27;
	28 : busOut <= In28;
	29 : busOut <= In29;
	30 : busOut <= In30;
	31 : busOut <= In31;
	endcase
end 
endmodule
</file>
<file path="design/flow/run.sh">
#!/bin/bash
# OpenROAD 26Q1-2900-gdf79404cd8, Yosys 0.63+post, stock flow scripts
make -C /OpenROAD-flow-scripts/flow DESIGN_CONFIG=/design/flow/config.mk WORK_HOME=/design/flow/orfs finish
</file>
<file path="design/flow/config.mk">
export PLATFORM = sky130hd
export DESIGN_NAME = multiplexer32to1
export DESIGN_NICKNAME = multiplexer32to1
export VERILOG_FILES = /design/flow/design.v
export SDC_FILE = /design/flow/constraint.sdc
export NUM_CORES = 4
export LEC_CHECK = 1
export CORE_AREA = 10 10 408 408
export DIE_AREA = 0 0 418 418
</file>
<file path="design/flow/constraint.sdc">
current_design multiplexer32to1

set clk_period 14.5
set clk_io_pct 0.2

create_clock -name clk0 -period $clk_period

set non_clock_inputs [all_inputs -no_clocks]
set_input_delay [expr $clk_period * $clk_io_pct] -clock clk0 $non_clock_inputs
set_output_delay [expr $clk_period * $clk_io_pct] -clock clk0 [all_outputs]
</file>
==> run summary <==
From the run reports.

- The flow ran to the end, and the final reports show no timing, DRC or antenna violations.
- The delay of the slowest cell on the worst path reads 0.86 ns.
- The endpoint kind of the worst setup timing path reads a primary output.
- The count of mapped cells out of synthesis reads 1,354.
- The required time of the critical path reads 11.60 ns.
- The largest fanout of any net on the critical path is 41.
- The worst supply voltage drop on vdd is 0.00754 mV.
- The fill cell total of the finished layout reads 18,300.
- The floorplan core density reads 5.04%.
- After synthesis, the chip area reported by Yosys is 0.00796 sq mm.
- The flop count reads 0.
- The first-pass GRT wire length reads 235,000 um.
- The number of vias per cell reads 4.17.
- The distinct cell type count after synthesis reads 36.
- The final antenna-violating net count reads 0.
- The number of top-level design ports is 1,061.
- The worst-case max-slew headroom was logged as 20.1%.
- The area growth from synthesis to layout is 165%.
- The number of detailed-routing iterations run before antenna repair reads 7.
- The die width is 418 um.
- Yosys attributes the largest share of cell area to sky130_fd_sc_hd__nand3_1 (34%), sky130_fd_sc_hd__nand4_1 (12%), sky130_fd_sc_hd__and3_1 (9.6%), sky130_fd_sc_hd__a22oi_1 (7.8%), sky130_fd_sc_hd__a32oi_1 (7.7%).
- The largest individual stage delay along the critical path comes from the cell sky130_fd_sc_hd__clkdlybuf4s50_1.
- The routability congestion estimate from global placement is 0.974.
- The yosys synthesis warning count reads 1.
- The area taken by flip-flops and latches is 0 sq um.
- The number of cells on the worst hold path is 3.
- The placement report lists the number of port buffers as 1,061.
- The report puts the hold buffer count at CTS at 0.
- The detailed-route wire length per cell is 44.3 um.
- The report lists the number of standard-cell rows as 146.
- Detailed routing inserted a total of 18,400 vias.
- The vertical die dimension reported for this design is 418 um.
- Note, the detailed placer reported a final HPWL of 173,000 um.
- Counting endpoints that fail hold in the final report gives 0.
- Post-CTS repair ended up resizing 0 cells.
- The power per cell area is 28.6 mW/mm^2.
- The mean area per synthesized cell reads 5.88 sq um.
- After synthesis, the largest area contributor takes up 33.6% of total cell area.
- Counting pins that exceed their max-slew limit in the final report gives 0.
- The worst hold path class reads in -> out.
- The chip occupies 0.175 sq mm.
- Sequential elements use 0% of the synthesized area.
- The leakage power total reads 0.00704 uW.
- The category of the critical setup timing path reads in -> out.
- The most numerous cell in the Yosys netlist reads sky130_fd_sc_hd__nand3_1.
- The placement-stage worst setup slack reads 3.51 ns.
- Endpoints with negative setup slack in the final report add up to 0.
- The synthesis run shows the most used standard cells to be sky130_fd_sc_hd__nand3_1 (535), sky130_fd_sc_hd__nand4_1 (153), sky130_fd_sc_hd__clkbuf_1 (125).
- In the post-route analysis, the smallest setup slack over all paths is 3.57 ns.
- The total wire length reads 196,000 um.
- Looking at the max-slew report, the worst-margin pin has a slew of 1.20 ns.
- Setup repair after global routing left no endpoint under its margin.
- The data arrival at the endpoint of the critical path reads 8.03 ns.
- STA classifies the critical path startpoint as an input pin.
- The core area is 0.158 sq mm.
- Sorting the Yosys area breakdown by cell type puts at the top sky130_fd_sc_hd__nand3_1.
- The violation tally from detailed-route iteration zero is 2,042.
- The report lists the cells along the critical path as clkdlybuf4s50_1 -> nor2b_4 -> buf_4 -> buf_4 -> and2_2 -> buf_4 -> a22oi_1 -> nand4_1 -> o32a_1 -> clkdlybuf4s50_1.
- Counting the clock-network buffers in the layout gives 0.
- The report counts max-capacitance violations totalling 0.
- The cell that appears most often on the critical path is sky130_fd_sc_hd__buf_4.
- The share of final-layout standard cells stronger than drive strength 1 is 4.65%.
- The global-route usage over all layers reads 21.4%.
- The count of warning messages emitted by the tools is 32.
- The number of buffers inserted to repair setup after CTS reads 0.
- The minimum clock period after layout is 10.93 ns.
- Summed over all failing endpoints, the final setup total negative slack is 0 ns.
- The number of global-route vias before repair is 18,100.
- The share of the clock period used by the worst path after layout is 75.4%.
- The beginning of the worst hold path is In0[8].
- The cell count in the Yosys report is 1,354.
- The number of antenna violations at the first check in global routing is 247.
- The pin count of the biggest net entering global routing is 84.
- The sum of overflow across all layers after global routing is 0.
- The end point of the worst hold path reads outMux[8].
- The residual DRC count is 0.
- Summing every instance area after synthesis gives 0.00796 sq mm.
- Derived from the worst setup path, the maximum achievable clock frequency is 91.5 MHz.
-- report_power, final --
group / internal (uW) / total, uW / leakage (uW) / switching [uW]
Clock: 0.000558 / 0.000558 / 0.000000405 / 0
Combinational: 326 / 602 / 0.00704 / 276
Sequential: 0 / 0 / 0 / 0
-- cell families after synthesis --
| family | after synthesis | synth area share [%] |
|---|---|---|
| buffers and inverters | 202 | 10.9 |
| AND/OR/NAND/NOR | 880 | 61.2 |
| multiplexers | 12 | 1.70 |
| AND-OR/OR-AND | 260 | 26.2 |
-- cell type report --
class / count / area, sq um / area share (%)
inverters: 1 / 3.75 / 0.0178
diodes: 64 / 160 / 0.760
multi-input cells: 1152 / 7180 / 34.1
repair buffers: 1129 / 11100 / 52.9
well taps: 2072 / 2590 / 12.3
-- worst max path at each step --
| stage | startpoint | endpoint | slack, ns | cells past startpoint |
|---|---|---|---|---|
| finish | Sel3 | outMux[1] | 3.57 | 10 |
| global route | Sel3 | outMux[1] | 3.36 | 10 |
| CTS | Sel3 | outMux[1] | 3.50 | 10 |
-- worst max-delay path: cells and delay by family --
family          cells  cell delay (ns)
simple gates        3             1.51
buf+inv             5             2.98
compound gates      2             0.50
-- layer usage --
metal / part of all wire [%] / track usage, % / up-vias
li1: - / - / 7492
met1: 36 / 23.8 / 8902
met2: 49 / 37.2 / 1373
met3: 10 / 8.52 / 489
met4: 4.0 / 6.92 / 168
met5: 0.53 / 0 / -
-- layout by cell type, fill, tap and decap left out, types with 3 or more instances in the layout --
master                               n
sky130_fd_sc_hd__a22oi_1            83
sky130_fd_sc_hd__a2111oi_1           4
sky130_fd_sc_hd__a21oi_1             5
sky130_fd_sc_hd__o211ai_1            4
sky130_fd_sc_hd__nand4_1           153
sky130_fd_sc_hd__and2_2              9
sky130_fd_sc_hd__o32a_1             31
sky130_fd_sc_hd__a32oi_1            70
sky130_fd_sc_hd__or4_1              32
sky130_fd_sc_hd__and3_1            121
sky130_fd_sc_hd__clkdlybuf4s50_1  1059
sky130_fd_sc_hd__o21ai_0            20
sky130_fd_sc_hd__a32o_1              4
sky130_fd_sc_hd__nand3_1           535
sky130_fd_sc_hd__and3b_4             3
sky130_fd_sc_hd__a2111oi_0          27
sky130_fd_sc_hd__mux2_2             12
sky130_fd_sc_hd__nor2_1              4
sky130_fd_sc_hd__buf_4              66
sky130_fd_sc_hd__o21ai_1             7
sky130_fd_sc_hd__diode_2            64
-- stage by stage --
step / area, sq um / std cells / util [%] / hold WS, ns / total power (uW)
2_1_floorplan: 7960 / 1354 / - / 5.88 / 112
3_3_place_gp: 20900 / 4354 / 13.3 / 6.79 / 609
3_5_place_dp: 20900 / 4354 / 13.3 / 6.79 / 606
4_1_cts: 20900 / 4354 / 13.3 / 6.79 / 611
5_1_grt: 21000 / 4383 / 13.3 / 6.81 / 625
6_report: 21100 / 4418 / 13.4 / 6.78 / 602
No activity file was given, so power comes from the tool's default toggle rates.
