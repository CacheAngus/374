$ cat /design/flow/config.mk
export PLATFORM = sky130hd
export DESIGN_NAME = ALUNor
export DESIGN_NICKNAME = ALUNor
export VERILOG_FILES = /design/flow/design.v
export SDC_FILE = /design/flow/constraint.sdc
export NUM_CORES = 4
export LEC_CHECK = 1
export CORE_AREA = 10 10 70 70
export DIE_AREA = 0 0 80 80
$ cat /design/flow/constraint.sdc
current_design ALUNor

set clk_period 1.0
set clk_io_pct 0.2

create_clock -name clk0 -period $clk_period

set non_clock_inputs [all_inputs -no_clocks]
set_input_delay [expr $clk_period * $clk_io_pct] -clock clk0 $non_clock_inputs
set_output_delay [expr $clk_period * $clk_io_pct] -clock clk0 [all_outputs]
$ cat /design/flow/design.v
module ALUNor (
	input [31:0] input_a, input_b,
	output [31:0] sumALU,
	);
	reg [31:0] results;
	assign sumALU = results;
	always @(*)
	begin
           results = ~(input_a | input_b);
	end
endmodule
$ cat /design/flow/run.sh
#!/bin/bash
# OpenROAD 26Q1-2900-gdf79404cd8, Yosys 0.63+post, stock flow scripts
make -C /OpenROAD-flow-scripts/flow DESIGN_CONFIG=/design/flow/config.mk WORK_HOME=/design/flow/orfs finish
==> metrics.yaml <==
run_status:
  run_status: "complete, no violations"
synthesis:
  yosys.stat.seqShare_pct: 0
  synth_cells: 32
  synth_top_cell_by_area: "sky130_fd_sc_hd__nor2_1"
  total_cell_area_reported_by_yosys_after_synthesis_um2: 120.1
  synth_area_um2: 120.1
  yosys.area.top_type_share_pct: 100.0
  synth_stat.cells: 32
  avgSynthCellArea_um2: 3.754
  yosys_warnings: 1
  synthTopCellsByArea: "sky130_fd_sc_hd__nor2_1 (100%)"
  yosysMostFrequentCell: "sky130_fd_sc_hd__nor2_1"
  top_cells_by_count: "sky130_fd_sc_hd__nor2_1 (32)"
  synth_cell_type_count: 1
routing:
  vias: 556
  wl_per_cell_um: 13.22
  detail-route-antenna-nets: 0
  routed_wl_um: 2300
  diodes: 0
  drt-initial-drc-count: 4
  detail_route.drc_violations: 0
  drt_pass1_iterations: 2
  route.detailed.vias_per_inst: 3.195
floorplanning:
  floorplan.initialDensity_pct: 3.516
  row_count: 21
  chipArea_um2: 6400
  fp.coreArea_um2: 3416
  die_w_um: 80
  dieHeight_um: 80
  floorplan.io_pins: 96
cells_and_area:
  post_route_cells_drive_above_1_share_pct: 14.84
  filler_cells: 403
  flops: 0
  areaGrowthSynthToFinish_pct: 727.1
  post-route-util_pct: 29.08
  num-clock-buffers: 0
  sequential_cell_area_um2: 0
  finalInstanceArea_um2: 993.5
power_and_ir_drop:
  p_sw_share_pct: 22.77
  p_seq_share_pct: 0
  power_per_cell_area_nw_per_um2: 259.5
  internal-power_mw: 0.1991
  p_comb_share_pct: 100.0
  switching_power_mw: 0.05871
  p_clk_share_pct: 0
  vdd_ir_drop_max_mv: 0.06170
  p_leak_nw: 0.6704
final_timing:
  timing.slew.headroom_pct: 93.14
  setup_viol: 0
  timing.setup.tns_ns: 0
  timing.fmax_ghz: 1.015
  tightestPinTransition_ns: 0.1025
  final_count_of_pins_violating_max_slew: 0
  timing.final.crit_period_ns: 0.9857
  grt_setup_unrepaired: "no"
  postLayoutSetupSlackWorst_ns: 0.01430
  finalHoldViolCount: 0
  final_min_period_over_clock_period_pct: 98.57
min_path:
  path_category_of_the_worst_min_delay_check: "input pin to output port"
  holdPathStages: 3
  min_to: "sumALU[8]"
  hold_path_startpoint: "input_b[8]"
grt:
  grt_pass1_wl_um: 3215
  antenna_found_initial: 0
  gr-usage-all-layers_pct: 6.211
  largest_net_degree_at_the_start_of_global_routing: 2
  global_route.overflow_total: 0
  grt_pass1_vias: 610
placed_design:
  portBuffers: 96
  place_hpwl_um: 2186
  pre_cts_ws_ns: -0.4242
  gpl.final_weighted_congestion: 0.7482
  placed_cell_area_um2: 1139
setup_path:
  required_ns: 0.80
  crit_path_max_fanout: 1
  critPathKind: "input pin to output port"
  worst_ep_arrival_ns: 0.79
  start_kind: "input pin"
  cp-end-kind: "output port"
  setup.worst_path.start: "input_a[12]"
flow_run:
  stage_log_warnings: 32
  max_cap_violations: 0
clock_tree:
  cts_setup_buffers: 0
  cts_hold_buf: 0
timing repair:
action,CTS,global route
pin swaps,23,7
resized,121,12
endpoints found under the setup margin,32,11
cell type report:
class / instances / area, um2 / area share (%)
Timing Repair Buffer: 96 / 815.8 / 82.12
Tap cell: 46 / 57.56 / 5.793
Multi-Input combinational cell: 32 / 120.1 / 12.09
cell usage in the layout, fill, tap and decap left out:
cell type / n
sky130_fd_sc_hd__clkdlybuf4s50_1: 1
sky130_fd_sc_hd__dlymetal6s2s_1: 12
sky130_fd_sc_hd__dlygate4sd2_1: 64
sky130_fd_sc_hd__nor2_1: 32
sky130_fd_sc_hd__buf_2: 19
metrics by stage:
stage | std cells | hold WS, ns | power (mW)
6_report | 174 | 0.6169 | 0.2578
5_1_grt | 174 | 0.6361 | 0.2859
4_1_cts | 174 | 0.7307 | 0.2727
3_5_place_dp | 174 | 1.283 | 0.4004
3_3_place_gp | 174 | 1.290 | 0.3999
2_1_floorplan | 32 | 0.4103 | 0.01582
worst max-delay path by stage:
stage / endpoint / slack, ns / cells after the start
CTS: sumALU[26] / 0.0003 / 3
global route: sumALU[12] / 0.003 / 3
finish: sumALU[12] / 0.01 / 3
worst max-delay path: stages:
cell and delay, ns:
sky130_fd_sc_hd__clkdlybuf4s50_1 0.45, sky130_fd_sc_hd__nor2_1 0.03, sky130_fd_sc_hd__buf_2 0.10
power groups by stage:
stage | clock network (mW) | logic (mW) | registers [mW]
CTS | 0 | 0.273 | 0
global route | 0 | 0.286 | 0
finish | 0 | 0.258 | 0
cells by family (layout without fill, tap and decap cells):
| group | count (synthesis) | count (layout) | synth area share [%] |
|---|---|---|---|
| buf+inv | 0 | 96 | 0 |
| simple gates | 32 | 32 | 100.0 |
metal layers:
| metal | global-route usage, % | up-vias | part of all wire, % |
|---|---|---|---|
| li1 | - | 288 | - |
| met1 | 6.922 | 224 | 39 |
| met2 | 11.32 | 44 | 50 |
| met3 | 2.614 | 0 | 12 |
| met4 | 0 | 0 | 0 |
| met5 | 0 | - | 0 |
No activity file was given, so power comes from the tool's default toggle rates.
